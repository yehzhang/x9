==> /design/flow/run.sh <==
#!/bin/bash
# OpenROAD 26Q1-2900-gdf79404cd8, Yosys 0.63+post, stock flow scripts
make -C /OpenROAD-flow-scripts/flow DESIGN_CONFIG=/design/flow/config.mk WORK_HOME=/design/flow/orfs finish
==> /design/flow/config.mk <==
export PLATFORM = sky130hd
export DESIGN_NAME = reg_file
export DESIGN_NICKNAME = reg_file
export VERILOG_FILES = /design/flow/design.v
export SDC_FILE = /design/flow/constraint.sdc
export NUM_CORES = 4
export LEC_CHECK = 1
export CORE_UTILIZATION = 40
==> /design/flow/constraint.sdc <==
current_design reg_file

set clk_period 3.6
set clk_io_pct 0.2

create_clock -name clk0 -period $clk_period [get_ports {clk}]

set non_clock_inputs [all_inputs -no_clocks]
set_input_delay [expr $clk_period * $clk_io_pct] -clock clk0 $non_clock_inputs
set_output_delay [expr $clk_period * $clk_io_pct] -clock clk0 [all_outputs]
==> /design/flow/design.v <==
package ALU_def;
    typedef enum {
        ALU_ADD,
        ALU_ADDC,
        ALU_SUB,
        ALU_SLL,
        ALU_SRA,
        ALU_OR,
        ALU_NEG,
        ALU_AND,
        ALU_LTS,
        ALU_LT,
        ALU_SRL
    } ALU_CTRL;
endpackage
package ControlUnit_def;
    typedef enum {
        R_ADD = 0,
        I_LW = 1,
        I_SW = 2,
        B_BEQ = 3,
        M_MOV = 4,
        R_SLL = 5,
        R_NEG = 6,
        I_SET = 7
    } Opcode;
    parameter FUN_BEQ = 0;
    parameter FUN_BNE = 1;
    parameter FUN_BLTS = 2;
    parameter FUN_BLT = 3;
    parameter FUN_ADD = 0;
    parameter FUN_ADDC = 1;
    parameter FUN_SUB = 2;
    parameter FUN_LWR = 3;
    parameter FUN_SLL = 0;
    parameter FUN_SRA = 1;
    parameter FUN_SRL = 2;
    parameter FUN_NEG = 0;
    parameter FUN_AND = 1;
    parameter FUN_OR = 2;
    parameter FUN_HALT = 3;
    typedef enum logic[1:0] {
        I, M, B, R
    } InstType;
endpackage
module reg_file (
  input           clk,
                  RegWrite,
  input  [3:0] raddrA,
               raddrB,
              write_register,
  input  [7:0] data_in,
  output logic [7:0] data_outA,
  output logic [7:0] data_outB
);
logic [7:0] registers[16];
always_comb begin
  data_outA = registers[raddrA];
  data_outB = registers[raddrB];
end
always_ff @ (posedge clk) begin
  if (RegWrite)
    registers[write_register] <= data_in;
end
endmodule
==> out/results.tsv <==
metric	value	unit
antenna violations before repair	0	
Top reg by flops	registers	
non-filler cells, final	556	
synthesis area per yosys	0.00603	mm^2
Clock Pin Slew Worst Setup and Hold Paths	50	ps
sequential power share	0.485	
Worst Hold Class	primary input to flop	
Post-synth regs	128	
CTS tree	built	
crit path kind	primary input to output pin	
filler cell count in the final layout	1139	
register share after synthesis	0.638	
Root Buffer	clkbuf_16	
cts repair resizes	0	
Die H	125	um
endpoints failing hold	0	
Remaining DRCs	0	
global-route wire length before repair	22.0	mm
Clk pwr share	0.425	
Total Routing Usage GR	0.216	
setup ws final	168	ps
Post-Syn Instances	291	
Commonest Layout Cell	edfxtp_1	
largest net degree at the start of global routing	33	
layout cell share with drive strength beyond 1	0.250	
DP HPWL	9.20	mm
placed cells	524	
Yosys Instances	291	
grt total ovfl	0	
final setup fails	0	
Rows	44	
hold buffer count at cts	0	
final wirelength	14.5	mm
worst slew pin tran	606	ps
setup tns final	0	ps
Area Overhead vs Synth	20.3	%
Detailed Routing Iterations Pass 1	4	
Fin Hold WS	1240	ps
Worst setup EP type	output pin	
Crit Path Max Fanout	26	
maximum vdd drop	435	uV
Syn Area/Cell	20.7	um^2
routed vias	3311	
RSZ-0062 raised after global routing	false	
IO Port Bufs	37	
Data arrival, critical path	2710	ps
largest registers	registers x128	
Required @ worst endpoint	2880	ps
Ant. Diodes	0	
Comb power frac	0.090	
Pint	2.77	mW
CTS buffer count	17	
Final ANT Viol Nets	0	
minimum clock period	3430	ps
cycle use final	0.953	
Sw Share	0.203	
Top Layout Cells	edfxtp_1, clkdlybuf4s50_1, mux4_2	
Leak	2.45	nW
Post-Syn Area	0.00603	mm^2
H-tree Lvls	4	
post-synth cell types	19	
Sink Count	128	
CP startpoint kind	primary input	
max-slew violation count	0	
Switching Power	706	uW
die extent in x	125	um
clk buf depth	2	
pre-CTS WS	197	ps
Init Core Util	0.413	
max frequency	291	MHz
vias per std cell	5.96	
post-DR wirelength/cell	26.0	um
vias in the first global route	3788	
Pwr per Cell Area	479	mW/mm^2
die area	0.0156	mm^2
I/O pin cnt	38	
Setup Fix Bufs, Post-CTS	0	
Final Wtd Congestion	0.835	
DR iter-0 viols	250	
Max Cap Viol	0	
number of flip-flops in the largest register	128	
tool warnings	25	
core box area	0.0146	mm^2
run status	finished clean	
worst relative slew slack	0.596	
Yosys warning count	1	
power groups by stage:
stage	sequential, mW	combinational (mW)	clock, mW
after CTS	1.69	0.314	1.50
after global routing	1.69	0.336	1.57
final	1.69	0.312	1.48
kinds of logic (layout without fill, tap and decap cells):
logic type / Yosys count / count (layout) / synth area share
flip-flops: 128 / 128 / 0.638
multiplexers: 64 / 64 / 0.257
AND/OR/NAND/NOR: 47 / 47 / 0.0361
AND-OR/OR-AND: 32 / 32 / 0.0399
buffers and inverters: 20 / 101 / 0.0287
synthesized netlist by cell type (all sizes together):
cell type	n	area, um^2
clkdlybuf4s25	6	60.1
buf	14	113
nand2b	2	12.5
mux4	64	1550
nand2	17	63.8
and2	2	12.5
and2b	2	15.0
a22oi	32	240
nor2	14	52.6
nor2b	2	12.5
nor3	4	20.0
nand3	1	5.00
nand3b	2	15.0
or3b	1	8.76
edfxtp	128	3840
metrics by stage:
stage / power [mW] / utilization / cell area [um^2]
2_1_floorplan: 1.88 / - / 6030
3_3_place_gp: 2.02 / 0.462 / 6730
3_5_place_dp: 2.03 / 0.462 / 6730
4_1_cts: 3.50 / 0.497 / 7250
5_1_grt: 3.60 / 0.497 / 7250
6_report: 3.47 / 0.497 / 7250
area by class of cell:
cell class | instances | area (um^2) | area share
sequential | 128 | 3840 | 0.530
multi-input combinational | 143 | 2010 | 0.277
timing repair buffer | 69 | 651 | 0.0898
clock buffer | 21 | 440 | 0.0608
tap | 184 | 230 | 0.0318
clock inverter | 11 | 72.6 | 0.0100
metal layers:
metal  up-vias  track usage  part of all wire
met5         -       0.0261            0.0034
met4         2       0.0510             0.026
met3        29        0.162              0.17
met2       216        0.310              0.46
met1      1631        0.270              0.34
li1       1433            -                 -
path summary, 6_finish.rpt:
| kind | start | to | slack, ps | cells after the start |
|---|---|---|---|---|
| max | raddrA[1] | data_outA[4] | 170 | 7 |
| min | write_register[0] | registers[4][0]$_DFFE_PP_ | 1240 | 2 |
worst max-delay path, cell delays in order:
cell and delay [ps]:
clkdlybuf4s50_1 510, buf_12 220, buf_4 180, mux4_2 290, a22oi_1 220, nand2_1 140
clkdlybuf4s50_1 430
No activity file was given, so power comes from the tool's default toggle rates.
