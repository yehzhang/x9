File: /design/flow/config.mk
export PLATFORM = sky130hd
export DESIGN_NAME = data_mem
export DESIGN_NICKNAME = data_mem
export VERILOG_FILES = /design/flow/design.v
export SDC_FILE = /design/flow/constraint.sdc
export NUM_CORES = 4
export LEC_CHECK = 1
export CORE_UTILIZATION = 40
File: /design/flow/constraint.sdc
current_design data_mem

set clk_period 21.8
set clk_io_pct 0.2

create_clock -name clk0 -period $clk_period [get_ports {clk}]

set non_clock_inputs [all_inputs -no_clocks]
set_input_delay [expr $clk_period * $clk_io_pct] -clock clk0 $non_clock_inputs
set_output_delay [expr $clk_period * $clk_io_pct] -clock clk0 [all_outputs]
File: /design/flow/design.v
package ALU_def;
    typedef enum {
        ALU_ADD,
        ALU_ADDC,
        ALU_SUB,
        ALU_SLL,
        ALU_SRA,
        ALU_OR,
        ALU_NEG,
        ALU_AND,
        ALU_LTS,
        ALU_LT,
        ALU_SRL
    } ALU_CTRL;
endpackage
package ControlUnit_def;
    typedef enum {
        R_ADD = 0,
        I_LW = 1,
        I_SW = 2,
        B_BEQ = 3,
        M_MOV = 4,
        R_SLL = 5,
        R_NEG = 6,
        I_SET = 7
    } Opcode;
    parameter FUN_BEQ = 0;
    parameter FUN_BNE = 1;
    parameter FUN_BLTS = 2;
    parameter FUN_BLT = 3;
    parameter FUN_ADD = 0;
    parameter FUN_ADDC = 1;
    parameter FUN_SUB = 2;
    parameter FUN_LWR = 3;
    parameter FUN_SLL = 0;
    parameter FUN_SRA = 1;
    parameter FUN_SRL = 2;
    parameter FUN_NEG = 0;
    parameter FUN_AND = 1;
    parameter FUN_OR = 2;
    parameter FUN_HALT = 3;
    typedef enum logic[1:0] {
        I, M, B, R
    } InstType;
endpackage
module data_mem #(parameter SIZE=256)(
  input             clk,
  input [7:0]       addr,
  input             ctrl_mem_read,
  input             ctrl_mem_write,
  input [7:0]       data_in,
  output logic[7:0] data_out);
  logic [7:0] my_memory [SIZE];
  always_comb
    if(ctrl_mem_read) begin
      data_out = my_memory[addr];
    end else
      data_out = 8'bZ;
  always_ff @ (posedge clk)
    if(ctrl_mem_write) begin
      my_memory[addr] = data_in;
    end
endmodule
File: /design/flow/run.sh
#!/bin/bash
# OpenROAD 26Q1-2900-gdf79404cd8, Yosys 0.63+post, stock flow scripts
make -C /OpenROAD-flow-scripts/flow DESIGN_CONFIG=/design/flow/config.mk WORK_HOME=/design/flow/orfs finish
==> results.py <==
# Physical implementation metrics
metrics = {
    "finish": {
        "seqCellArea_mm2": 0.0615,
        "design_area_mm2": 0.0885,
        "drive_gt1_share_pct": 25.2,
        "area_growth_pct": 13.0,
        "largest_reg_flops": 2048,
        "num-fill-cells": 15900,
        "final_core_util_pct": 45.4,
        "logic_area_mm2": 0.0158,
    },
    "die": {
        "fp_util_pct": 40.2,
        "core_mm2": 0.195,
        "design.portCount": 27,
        "die_h_um": 445,
        "dieArea_mm2": 0.198,
        "die_w_um": 445,
        "rows": 162,
    },
    "clock_network": {
        "h-tree-depth": 4,
        "clkTransAtPathRegs_ns": 0.06,
        "cts_setup_buffers": 0,
        "numCtsBuffers": 203,
        "cts_hold_buf": 0,
        "cts_tree": "built",
        "ctsResizeCount": 0,
        "cts_num_sinks": 2048,
        "root_buffer": "clkbuf_16",
        "cts_buffer_depth": 3,
    },
    "logic_synthesis": {
        "yosys_cells": 3539,
        "synth_flops": 2048,
        "ys_types": 21,
        "seq_area_frac_synth_pct": 78.5,
        "yosys_area_mm2": 0.0783,
        "synth_warnings": 2,
        "synth_area_mm2": 0.0783,
        "syn_avg_cell_area_um2": 22.1,
        "synthCells": 3539,
    },
    "place": {
        "dp_hpwl_um": 108000,
        "port_buffers": 25,
        "dpl_cell_area_mm2": 0.0822,
        "routabilityCongestion": 0.862,
    },
    "critical_path": {
        "start_kind": "input pin",
        "crit_path_end_kind": "output port",
        "cp_max_fo": 47,
        "required_ns": 17.44,
        "critPathKind": "in -> out",
        "cp.arrival_ns": 10.34,
    },
    "global_routing": {
        "grt_overflow_total": 0,
        "grt_first_pass_wirelength_um": 269000,
        "grt_antenna_before_repair": 0,
        "grt_max_degree": 91,
        "grt_usage_pct": 20.6,
        "grt_pass1_vias": 40300,
    },
    "sta": {
        "holdWs_ns": 3.93,
        "worst_pin_slew_ns": 1.06,
        "setup_tns_ns": 0,
        "max-slew-margin-rel_pct": 28.5,
        "min_period_ns": 14.70,
        "setup-violations-final": 0,
        "finalCritPeriodShare_pct": 67.4,
        "rsz0062_at_grt": "false",
        "finalMaxSlewViolations": 0,
        "fmax_mhz": 68.0,
        "finalHoldViolCount": 0,
    },
    "power_and_ir_drop": {
        "p_leak_nw": 26.6,
        "ir_drop_mv": 0.0795,
        "power_density_mw_per_mm2": 90.5,
    },
    "detailed_routing": {
        "vias_per_cell": 5.60,
        "first_pass_iters": 7,
        "ant_nets": 0,
        "drc": 0,
        "wirelength_um": 182000,
        "vias": 36400,
        "drt-initial-drc-count": 2629,
        "wl_per_cell_um": 28.0,
    },
    "min_path": {
        "hp-class": "in -> reg",
    },
    "run_status": {
        "outcome": "finished clean",
    },
    "job": {
        "drv_cap": 0,
        "warnings": 27,
    },
}
## synthesized netlist by cell type
| cell | n | area [µm²] |
|---|---|---|
| a22oi_1 | 256 | 1920 |
| nor2b_1 | 7 | 43.8 |
| mux4_2 | 512 | 11500 |
| buf_4 | 16 | 120 |
| buf_6 | 16 | 180 |
| nand2_1 | 28 | 105 |
| edfxtp_1 | 2048 | 61500 |
| a21oi_1 | 128 | 641 |
| or2_2 | 2 | 12.5 |
| or3_1 | 1 | 6.26 |
| buf_2 | 36 | 180 |
| clkbuf_1 | 145 | 544 |
| inv_1 | 1 | 3.75 |
| and2_1 | 3 | 18.8 |
| nand2b_1 | 6 | 37.5 |
| o41ai_1 | 32 | 280 |
| nand4_1 | 8 | 50.1 |
| nand3_1 | 13 | 65.1 |
| nor2_1 | 232 | 871 |
| buf_1 | 19 | 71.3 |
| nor3_1 | 30 | 150 |
## critical path, stage by stage
cell	delay [ns]
buf_8	0.43
buf_4	0.59
buf_4	0.56
buf_4	0.64
buf_4	0.63
mux4_2	0.61
a22oi_1	0.21
a21oi_1	0.12
o41ai_1	0.87
buf_4	0.23
nand4_1	0.39
clkdlybuf4s50_1	0.58
## where the power goes
| group | switching [W] | total [W] | internal, W |
|---|---|---|---|
| combinational | 0.000233 | 0.000358 | 0.000125 |
| sequential | 0.00000167 | 0.00434 | 0.00434 |
| clock | 0.00146 | 0.00331 | 0.00185 |
## per-stage QoR
stage               setup slack [ns]  power, W  instances
floorplan                      11.34   0.00462       3539
global placement                6.81   0.00478       6125
detailed placement              6.83   0.00479       6125
CTS                             6.81   0.00808       6497
global route                    6.50   0.00825       6497
finish                          7.10   0.00801       6500
## cell type report
type | instances | area share, %
Antenna cell | 3 | 0.00848
Sequential cell | 2048 | 69.5
Multi-Input combinational cell | 1258 | 17.8
Inverter | 1 | 0.00424
Clock buffer | 246 | 5.92
Timing Repair Buffer | 194 | 1.80
Tap cell | 2624 | 3.71
Clock inverter | 126 | 1.20
## layer usage
layer,GRT usage [%],wire (µm),vias up
li1,-,-,15400
met1,27.2,62700,18900
met2,30.2,87000,1844
met3,13.6,26600,278
met4,4.90,5410,10
met5,1.20,293,-
## worst paths after layout
path	cells after the start	slack, ns	end	start
worst max-delay path	12	7.10	data_out[3]	addr[0]
worst min-delay path	1	3.93	my_memory[159][6]	data_in[6]
## layout by cell type (no fill, tap or decap)
cell type,n
bufinv_16,11
mux4_2,512
buf_8,10
clkinvlp_4,3
a21oi_1,128
clkinv_16,5
and2_4,1
inv_6,5
nor2b_4,2
or2_2,2
inv_16,3
buf_4,167
o41ai_1,32
nand3_2,4
nand2b_1,4
diode_2,3
a22oi_1,256
clkinv_1,57
buf_12,2
nand2_2,1
and2_1,2
nor2_1,231
or3_1,1
nand3_1,9
clkinv_8,3
inv_1,1
nor2_4,1
nand2b_2,2
clkdlybuf4s50_1,15
nand2_1,27
nor2b_1,5
clkinv_2,39
clkbuf_1,43
edfxtp_1,2048
nand4_1,8
nor3_1,30
clkbuf_16,203
## cell families (layout without fill, tap and decap cells)
logic type | after synthesis | after routing | share of synthesized area [%]
buf+inv | 233 | 567 | 1.40
compound gates | 416 | 416 | 3.63
other cells | 0 | 3 | 0
simple gates | 330 | 330 | 1.74
flops | 2048 | 2048 | 78.5
mux | 512 | 512 | 14.7
Power figures rest on the tool's default switching activity, not on a simulated workload.
