## flow/config.mk

```make
export PLATFORM = sky130hd
export DESIGN_NAME = IF
export DESIGN_NICKNAME = IF
export VERILOG_FILES = /design/flow/design.v
export SDC_FILE = /design/flow/constraint.sdc
export NUM_CORES = 4
export LEC_CHECK = 1
export CORE_AREA = 10 10 70 70
export DIE_AREA = 0 0 80 80
```

## flow/constraint.sdc

```tcl
current_design IF

set clk_period 2.2
set clk_io_pct 0.2

create_clock -name clk0 -period $clk_period [get_ports {clk}]

set non_clock_inputs [all_inputs -no_clocks]
set_input_delay [expr $clk_period * $clk_io_pct] -clock clk0 $non_clock_inputs
set_output_delay [expr $clk_period * $clk_io_pct] -clock clk0 [all_outputs]
```

## flow/design.v

```verilog
package ALU_def;
    typedef enum {
        ALU_ADD,
        ALU_ADDC,
        ALU_SUB,
        ALU_SLL,
        ALU_SRA,
        ALU_OR,
        ALU_NEG,
        ALU_AND,
        ALU_LTS,
        ALU_LT,
        ALU_SRL
    } ALU_CTRL;
endpackage
package ControlUnit_def;
    typedef enum {
        R_ADD = 0,
        I_LW = 1,
        I_SW = 2,
        B_BEQ = 3,
        M_MOV = 4,
        R_SLL = 5,
        R_NEG = 6,
        I_SET = 7
    } Opcode;
    parameter FUN_BEQ = 0;
    parameter FUN_BNE = 1;
    parameter FUN_BLTS = 2;
    parameter FUN_BLT = 3;
    parameter FUN_ADD = 0;
    parameter FUN_ADDC = 1;
    parameter FUN_SUB = 2;
    parameter FUN_LWR = 3;
    parameter FUN_SLL = 0;
    parameter FUN_SRA = 1;
    parameter FUN_SRL = 2;
    parameter FUN_NEG = 0;
    parameter FUN_AND = 1;
    parameter FUN_OR = 2;
    parameter FUN_HALT = 3;
    typedef enum logic[1:0] {
        I, M, B, R
    } InstType;
endpackage
module IF #(parameter A=4)(
    input clk,
    input reset,
    input halt,
    input [A-1:0] inst_addr_reset,  
    input ctrl_branch,
    input take_branch,
    input [A-1:0] inst_addr_in,  
    output logic[A-1:0] inst_addr_out
);
    always_ff @(posedge clk) begin
        if(reset) begin
            inst_addr_out <= inst_addr_reset;
        end
        else if(halt) begin
            ;
        end
        else if(ctrl_branch && take_branch) begin
            inst_addr_out <= inst_addr_in;
        end
        else begin
            inst_addr_out <= inst_addr_out + 1'b1;
        end
    end
endmodule
```

## flow/run.sh

```bash
#!/bin/bash
# OpenROAD 26Q1-2900-gdf79404cd8, Yosys 0.63+post, stock flow scripts
make -C /OpenROAD-flow-scripts/flow DESIGN_CONFIG=/design/flow/config.mk WORK_HOME=/design/flow/orfs finish
```

==> results.json <==
{
  "antenna_found_initial": 0,
  "post-route-period-util_pct": 72.3,
  "max_stage_delay_ps": 500,
  "fin_area_um2": 497,
  "wl_per_cell_um": 10.0,
  "finClkSkew_ps": 5.64,
  "vdd_drop_max_mv": 0.145,
  "rrSetupSlack_ps": 870,
  "die_w_um": 80,
  "startpoint_type": "flip-flop",
  "clkSinkCount": 4,
  "n_antenna_cell": 0,
  "whs_path_depth": 3,
  "p_leak_nw": 0.183,
  "tool_warnings": 25,
  "grt_pass1_wl_um": 1320,
  "cts_buffer_depth": 2,
  "maxCapViolCount": 0,
  "seq_area_frac_synth_pct": 45.9,
  "fp_util_pct": 7.66,
  "firstDrtPassIters": 2,
  "clock-root-buffer": "clkbuf_4",
  "vias": 256,
  "die_area_um2": 6400,
  "synth_chip_area_um2": 262,
  "cp_max_fo": 5,
  "core_um2": 3420,
  "place_area_um2": 474,
  "area_leaders": "edfxtp_1 46%, mux2i_1 7.7%, ha_1 4.8%",
  "holdCritPathClass": "flip-flop to flip-flop",
  "die-height_um": 80,
  "cp.required_ps": 1760,
  "syn_inst": 25,
  "cts_tree": "done",
  "drive_gt1_share_pct": 14.0,
  "ctsResizeCount": 0,
  "path_cells": "clkdlybuf4s50_1",
  "io_pins": 17,
  "antenna_left": 0,
  "top_area_share_pct": 45.9,
  "status": "finished, final reports clean",
  "hpwl_um": 784,
  "hold_buffers": 0,
  "cellPowerDensity_nw_per_um2": 536,
  "cpMaxStageDelayCell": "clkdlybuf4s50_1",
  "synth_top_flop_cell": "edfxtp_1",
  "slew_headroom_pct": 82.1,
  "largest_reg_flops": 4,
  "grt_start_max_net_pins": 10,
  "gp_congestion": 0.708,
  "rsz0062_at_grt": "no",
  "drc": 0,
  "wl_um": 890,
  "syn_area_um2": 262,
  "setup-tns-final_ps": 0,
  "hold_viol_final": 0,
  "min_period_ps": 1590,
  "setup_viol": 0,
  "top_cell": "edfxtp_1",
  "clk_latency_ps": 230,
  "r2r_cells": 4,
  "seqCellArea_um2": 120,
  "grt_pass1_vias": 302,
  "synthArstFlopShare_pct": 0,
  "arrival_ps": 1150,
  "htreeDepth": 1,
  "synth.ff_latch_count": 4,
  "gr-usage-met1_pct": 2.08,
  "path_clk_slew_ps": 30,
  "fmax_mhz": 628,
  "area_growth_pct": 90.0,
  "cts_setup_buffers": 0,
  "drt-initial-drc-count": 13,
  "placed_cells_incl_taps": 86,
  "worst_pin_slew_ps": 267,
  "finalMaxSlewViolations": 0,
  "grt_use_met3_pct": 1.25,
  "crit_family": "buffers and inverters",
  "synth_cell_types": 17,
  "grt.met2_usage_pct": 5.38,
  "setup.worst_path.end_class": "primary output",
  "portBuffers": 16,
  "grt_use_total_pct": 2.70,
  "busiest_layer": "met2",
  "viasPerCell": 2.88,
  "fillers": 389,
  "layoutNonFillerInstCount": 89,
  "num_rows": 21,
  "edf_count": 4,
  "ys.warnings.count": 1,
  "ys_top_cells_by_count": "4 x edfxtp_1, 3 x nand2_1, 2 x a21oi_1, 2 x mux2i_1, 2 x o21ai_0",
  "path_buffers": 1,
  "gr-total-overflow": 0,
  "logic_area_um2": 133,
  "crit_type": "flip-flop to primary output",
  "cp_num_cells": 1,
  "top_area_cell": "edfxtp_1",
  "regMostFlops": "inst_addr_out",
  "ys_cells": 25,
  "avgSynthCellArea_um2": 10.5,
  "cts_made_buffers": 3,
  "top_regs": "inst_addr_out x4"
}
[layout by cell type, fill, tap and decap left out]
cell	Yosys	routed
a21boi_1	1	1
a21oi_1	2	2
a311oi_1	1	1
a31o_2	1	1
clkbuf_4	0	3
clkdlybuf4s50_1	0	16
edfxtp_1	4	4
ha_1	1	1
inv_1	1	1
mux2i_1	2	2
nand2_1	3	3
nand2_2	1	1
nand2b_1	1	1
nand4_1	1	1
nor2_1	1	1
o21ai_0	2	2
o31ai_2	1	1
xor2_1	1	1
[layout make-up]
cell class | count | area share [%]
clock buffers | 3 | 4.53
inverters | 1 | 0.756
multi-input cells | 19 | 26.7
flip-flops and latches | 4 | 24.2
well taps | 46 | 11.6
repair buffers | 16 | 32.2
[stage by stage]
step                util [%]  setup WS [ps]  hold WS, ps  total power [W]
floorplan                  -            988          627         0.000132
global placement        13.9            585          823         0.000179
detailed placement      13.9            564          812         0.000180
CTS                     14.5            590          820         0.000272
global route            14.5            525          892         0.000291
finish                  14.5            608          804         0.000266
[kinds of logic after synthesis]
kind of cell    share of synthesized area [%]
flops                                    45.9
simple gates                             12.9
compound gates                           22.0
buf+inv                                  3.35
mux                                      7.66
xor+xnor                                 3.35
fa+ha+maj                                4.78
[where the power goes]
group | total, W | internal [W] | switching, W | leakage, nW
clock network | 0.0000893 | 0.0000609 | 0.0000284 | 0.0138
registers | 0.000106 | 0.0000968 | 0.00000948 | 0.0412
logic | 0.0000704 | 0.0000487 | 0.0000217 | 0.128
total | 0.000266 | 0.000206 | 0.0000596 | 0.183
[layer usage]
layer | vias to the layer above | share of wire, %
met5 | - | 0
met4 | 0 | 4.5
met3 | 2 | 11
met2 | 11 | 56
met1 | 113 | 28
li1 | 130 | -
[path summary, 6_finish.rpt]
kind / from / endpoint
max: inst_addr_out[0]$_DFFE_PP_ / inst_addr_out[0]
min: inst_addr_out[1]$_DFFE_PP_ / inst_addr_out[1]$_DFFE_PP_
min reg2reg: inst_addr_out[1]$_DFFE_PP_ / inst_addr_out[1]$_DFFE_PP_
max reg2reg: inst_addr_out[0]$_DFFE_PP_ / inst_addr_out[2]$_DFFE_PP_
No activity file was given, so power comes from the tool's default toggle rates.
